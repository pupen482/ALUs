`flow/config.mk`:
```
export PLATFORM = sky130hd
export DESIGN_NAME = alu_16_bit
export DESIGN_NICKNAME = alu_16_bit
export VERILOG_FILES = /design/flow/design.v
export SDC_FILE = /design/flow/constraint.sdc
export NUM_CORES = 4
export LEC_CHECK = 1
export CORE_UTILIZATION = 40
```
`flow/constraint.sdc`:
```
current_design alu_16_bit

set clk_period 9.8
set clk_io_pct 0.2

create_clock -name clk0 -period $clk_period

set non_clock_inputs [all_inputs -no_clocks]
set_input_delay [expr $clk_period * $clk_io_pct] -clock clk0 $non_clock_inputs
set_output_delay [expr $clk_period * $clk_io_pct] -clock clk0 [all_outputs]
```
`flow/design.v`:
```
package alu_74382_pkg;
localparam SELECT_W = 3;
localparam ORIG_OPERAND_W = 4;
localparam ORIG_RESULT_W  = 4;
localparam UINT_16_W = 16;
typedef enum logic [SELECT_W - 1:0] {
	OP_CLEAR = 0,
	OP_B_SUB_A,
	OP_A_SUB_B,
	OP_ADD,
	OP_XOR,
	OP_OR,
	OP_AND,
	OP_PRESET
} e_operation;
endpackage : alu_74382_pkg
package alu_virtual_board_pkg;
localparam SELECT_W = 3;
localparam ORIG_OPERAND_W = 4;
localparam ORIG_RESULT_W  = 4;
localparam OPERAND_DESIGN   = ORIG_OPERAND_W-1;
localparam RESULT_DESIGN    = (ORIG_RESULT_W*2)-1;
typedef enum logic [SELECT_W - 1:0] {
	OP_CLEAR = 0,
	OP_B_SUB_A,
	OP_A_SUB_B,
	OP_ADD,
	OP_XOR,
	OP_OR,
	OP_AND,
	OP_PRESET
} e_operation;
endpackage : alu_virtual_board_pkg
module alu_16_bit (
    input wire [15:0] A,
    input wire [15:0] B,
    input wire [2:0] S,
    input wire Cn,
    output wire [15:0] F,
    output wire Co
  );
  wire [3:0] F0, F1, F2, F3;
  wire P0, P1, P2, P3;
  wire G0, G1, G2, G3;
  wire Cn1, Cn2, Cn3;
  alu_74381 alu0 (
              .A(A[3:0]),
              .B(B[3:0]),
              .S(S),
              .Cn(Cn),
              .F(F0),
              .P(P0),
              .G(G0)
            );
  alu_74381 alu1 (
              .A(A[7:4]),
              .B(B[7:4]),
              .S(S),
              .Cn(Cn1),
              .F(F1),
              .P(P1),
              .G(G1)
            );
  alu_74381 alu2 (
              .A(A[11:8]),
              .B(B[11:8]),
              .S(S),
              .Cn(Cn2),
              .F(F2),
              .P(P2),
              .G(G2)
            );
  alu_74381 alu3 (
              .A(A[15:12]),
              .B(B[15:12]),
              .S(S),
              .Cn(Cn3),
              .F(F3),
              .P(P3),
              .G(G3)
            );
  assign F = {F3, F2, F1, F0};
  assign Cn1 = ~G0 | (~P0 & Cn);
  assign Cn2 = ~G1 | (~P1 & Cn1);
  assign Cn3 = ~G2 | (~P2 & Cn2);
  assign Co =  ~G3 | (~P3 & Cn3);
endmodule
module alu_74381 (
    input wire [3:0] A,
    input wire [3:0] B,
    input wire [2:0] S,
    input wire Cn,
    output reg [3:0] F,
    output wire P, G
  );
  reg [3:0] P_int;
  reg [3:0] G_int;
  assign P = ~(&P_int);
  assign G = ~(G_int[3] | (P_int[3] & G_int[2]) | (P_int[3] & P_int[2] & G_int[1]) | (P_int[3] & P_int[2] & P_int[1] & G_int[0]));
  always @ (*)
  begin
    case (S)
      3'b000:
      begin
        F = 0;
        P_int = 4'b1111;
        G_int = 4'b1111;
      end
      3'b001:
      begin
        F = B + ~A + {3'b0,Cn};
        P_int = (~A) | B;
        G_int = (~A) & B;
      end
      3'b010:
      begin
        F = ~B + A + {3'b0,Cn};
        P_int = A | ~B;
        G_int = A & ~B;
      end
      3'b011:
      begin
        F = A + B + {3'b0,Cn};
        P_int = A | B;
        G_int = (A) & B;
      end
      3'b100:
      begin
        F = A ^ B;
        if(A == 0 & B == 4'b1111)
        begin
          P_int = 0;
        end
        else
          P_int = A | B;
        G_int = (A) & B;
      end
      3'b101:
      begin
        F = A | B;
        if((A == 4'b1111) & (B == 4'b1111))
        begin
          P_int = 4'b1111;
        end
        else
          P_int = 4'b0000;
        G_int = 4'b0000;
      end
      3'b110:
      begin
        F = A & B;
        if(((A == 4'b0000) & (B == 4'b0000)) || ((A == 4'b1111) & (B == 4'b0000)) )
        begin
          P_int = 4'b1111;
          G_int = 4'b1111;
        end
        else if ((B == 4'b1111) & (A == 4'b0000))
        begin
          P_int = 4'b0000;
          G_int = 4'b0000;
        end
        else
        begin
          P_int = 4'b1111;
          G_int = 4'b0000;
        end
      end
      3'b111:
      begin
        F = 4'b1111;
        if((A == 4'b1111) & (B == 4'b1111))
        begin
          P_int = 4'b1111;
        end
        else
          P_int = 4'b0000;
        G_int = 4'b0000;
      end
      default:
        F = 4'b0000;
    endcase
  end
endmodule
```
`flow/run.sh`:
```
#!/bin/bash
# OpenROAD 26Q1-2900-gdf79404cd8, Yosys 0.63+post, stock flow scripts
make -C /OpenROAD-flow-scripts/flow DESIGN_CONFIG=/design/flow/config.mk WORK_HOME=/design/flow/orfs finish
```
==> results.sh <==
# implementation run metrics
export IMPL_status="completed"
export IMPL_avgRoutedWirePerCell_um=17.6
export IMPL_ys_warn_count=1
export IMPL_hold_buffers=0
export IMPL_hp_class="in -> out"
export IMPL_drive_gt1_share_pct=7.76
export IMPL_n_antenna_cell=0
export IMPL_setup_tns_ns=0
export IMPL_core_util_floorplan_pct=41.6
export IMPL_grt_max_degree=36
export IMPL_start_kind="input pin"
export IMPL_yosysCellCount=537
export IMPL_arrival_ns=6.54
export IMPL_grt_overflow_total=0
export IMPL_cts_resized=0
export IMPL_grt_pass1_wl_um=20400
export IMPL_routed_wirelength_um=12300
export IMPL_fin_crit_ns=8.50
export IMPL_dieArea_um2=10700
export IMPL_core_area_um2=9860
export IMPL_dp_hpwl_um=9490
export IMPL_post_cts_setup_buffers=0
export IMPL_cp_slowest_cell="buf_4"
export IMPL_netlist_area_leader_share_pct=19.5
export IMPL_drt_iter0_markers=207
export IMPL_slew_violations=0
export IMPL_antenna_found_initial=0
export IMPL_endpoint="F[14]"
export IMPL_vias=4122
export IMPL_placementRows=36
export IMPL_cp_required_ns=7.84
export IMPL_ir_drop_v=0.0000247
export IMPL_fin_util_pct=47.8
export IMPL_gp_congestion=0.910
export IMPL_ys_seq_share_pct=0
export IMPL_fill_cells=967
export IMPL_grt_use_total_pct=24.8
export IMPL_first_global_vias=3965
export IMPL_drc_errors=0
export IMPL_pin_count=53
export IMPL_die_w_um=103
export IMPL_fmax_ghz=0.118
export IMPL_vias_per_cell=5.89
export IMPL_relSlewSlack_pct=48.4
export IMPL_syn2layout_area_growth_pct=14.9
export IMPL_synth_top_cell_by_area="ha_1"
export IMPL_report_final_hold_viol_count=0
export IMPL_layout_top_cell="ha_1"
export IMPL_post_place_ws_ns=1.40
export IMPL_p_leak_uw=0.00205
export IMPL_cp_num_cells=17
export IMPL_die_y_um=103
export IMPL_crit_chain="buf_2 > buf_4 > inv_2 > nand2_1 > o211ai_1 > a2111oi_2 > o32ai_2 > a22oi_2 > nor3b_2 > fa_1 > inv_1 > fa_1 > xor2_1 > o21ai_0 > o21ai_0 > a221o_1 > clkdlybuf4s50_1"
export IMPL_synthCells=537
export IMPL_clockBufferCount=0
export IMPL_path_class="in -> out"
export IMPL_critPathCaptureType="output pin"
export IMPL_worstMarginPinSlew_ns=0.771
export IMPL_portBuffers=53
export IMPL_rsz0062_at_grt="false"
export IMPL_slowest_delay_ns=0.41
export IMPL_ys_area_um2=4110
export IMPL_firstDrtPassIters=4
export IMPL_post_synth_cell_area_avg_um2=7.65
export IMPL_fin_ws_ns=1.30
export IMPL_final_cell_mix="ha_1, inv_1, clkdlybuf4s50_1, nor2_1, a21oi_1"
export IMPL_ys_types=65
export IMPL_powerDensity_nw_per_um2=50.9
export IMPL_synthTopCellsByArea="ha_1, fa_1, inv_1, a22oi_1, mux2_2"
export IMPL_postRouteAntennaNets=0
export IMPL_critPathLaunch="S[1]"
export IMPL_min_period_over_period_pct=86.8
export IMPL_cp_buffers_inverters=5
export IMPL_cap_violations=0
export IMPL_netlist_area_um2=4110
export IMPL_setup_violations=0
export IMPL_seq_area_um2=0
export IMPL_warnings=88
export IMPL_critical_path_max_fanout=28
export IMPL_crit_family="AND-OR/OR-AND gates"
export IMPL_flops=0
-- worst min path at each step --
stage,startpoint,to,slack (ns),cells after the start
CTS,S[0],F[10],4.83,4
global route,S[0],F[9],4.86,3
finish,S[0],F[10],4.83,4
-- layer usage --
| metal | part of all wire [%] | GRT usage [%] |
|---|---|---|
| met2 | 44 | 38.4 |
| met3 | 4.9 | 2.39 |
| met5 | 0 | 0 |
| met1 | 51 | 39.4 |
| met4 | 0.53 | 1.84 |
-- cells by family after synthesis --
kind of cell             Yosys count  share of synthesized area (%)
multiplexers                      36                           9.35
adder cells (fa/ha/maj)           92                           32.2
buffers and inverters             86                           8.50
AND-OR/OR-AND                    187                           31.6
XOR/XNOR                          15                           3.20
AND/OR/NAND/NOR                  121                           15.2
-- synth_stat cells (3+ instances only) --
library cell	number
mux2_2	16
buf_2	15
o32a_1	7
o21bai_1	7
o21ai_1	8
nor2b_1	10
buf_1	4
o21ai_0	33
nand2b_1	7
maj3_1	4
a22o_1	3
o211ai_1	7
clkbuf_1	12
nor2_1	35
nand2_1	29
a22oi_1	24
ha_1	64
a221o_1	3
xor2_1	12
nor4_1	6
nand3_1	4
or4_1	3
a21oi_1	34
xnor2_1	3
o21ai_2	3
a211oi_1	3
o22a_1	4
o22ai_1	15
a21o_1	4
inv_1	51
a221oi_1	3
fa_1	24
nand4_1	9
mux2_1	3
nor3b_1	5
o221ai_1	4
a2bb2oi_1	4
mux2i_1	17
-- final cells by class --
type | count | area (um^2) | area share, %
Inverter | 53 | 199 | 4.22
Timing Repair Buffer | 63 | 591 | 12.5
Multi-Input combinational cell | 451 | 3760 | 79.7
Tap cell | 133 | 166 | 3.53
-- through the flow --
step	power [uW]	hold slack, ns	instances	area, um^2
2_1_floorplan	152	4.19	537	4110
3_3_place_gp	239	4.82	700	4720
3_5_place_dp	238	4.81	700	4720
4_1_cts	240	4.83	700	4720
5_1_grt	268	4.86	700	4720
6_report	240	4.83	700	4720
-- power breakdown --
| group | leakage, uW | internal, uW | switching, uW |
|---|---|---|---|
| clock | 0 | 0 | 0 |
| combinational | 0.00205 | 111 | 129 |
| sequential | 0 | 0 | 0 |
Power figures rest on the tool's default switching activity, not on a simulated workload.
