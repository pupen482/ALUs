==> design/flow/design.v <==
package alu_74382_pkg;
localparam SELECT_W = 3;
localparam ORIG_OPERAND_W = 4;
localparam ORIG_RESULT_W  = 4;
localparam UINT_16_W = 16;
typedef enum logic [SELECT_W - 1:0] {
	OP_CLEAR = 0,
	OP_B_SUB_A,
	OP_A_SUB_B,
	OP_ADD,
	OP_XOR,
	OP_OR,
	OP_AND,
	OP_PRESET
} e_operation;
endpackage : alu_74382_pkg
package alu_virtual_board_pkg;
localparam SELECT_W = 3;
localparam ORIG_OPERAND_W = 4;
localparam ORIG_RESULT_W  = 4;
localparam OPERAND_DESIGN   = ORIG_OPERAND_W-1;
localparam RESULT_DESIGN    = (ORIG_RESULT_W*2)-1;
typedef enum logic [SELECT_W - 1:0] {
	OP_CLEAR = 0,
	OP_B_SUB_A,
	OP_A_SUB_B,
	OP_ADD,
	OP_XOR,
	OP_OR,
	OP_AND,
	OP_PRESET
} e_operation;
endpackage : alu_virtual_board_pkg
module seven_seg_decoder #(
    parameter logic ACTIVE_LOW = 1'b1   
) (
    input logic [3:0] hex,           
    input logic leading_zero,        
    input logic dot,                 
    output logic [7:0] segments      
);
    always_comb begin
        logic [6:0] seg_pattern;
        if (leading_zero && (hex == 4'h0)) begin 
            seg_pattern = 7'b0000000;   
        end else begin
            case (hex)
                4'h0: seg_pattern = 7'b1111110;  
                4'h1: seg_pattern = 7'b0110000;  
                4'h2: seg_pattern = 7'b1101101;  
                4'h3: seg_pattern = 7'b1111001;  
                4'h4: seg_pattern = 7'b0110011;  
                4'h5: seg_pattern = 7'b1011011;  
                4'h6: seg_pattern = 7'b1011111;  
                4'h7: seg_pattern = 7'b1110000;  
                4'h8: seg_pattern = 7'b1111111;  
                4'h9: seg_pattern = 7'b1111011;  
                4'hA: seg_pattern = 7'b1110111;  
                4'hB: seg_pattern = 7'b0011111;  
                4'hC: seg_pattern = 7'b1001110;  
                4'hD: seg_pattern = 7'b0111101;  
                4'hE: seg_pattern = 7'b1001111;  
                4'hF: seg_pattern = 7'b1000111;  
                default: seg_pattern = 7'b0000000;  
            endcase end
        segments[6:0] = ACTIVE_LOW ? seg_pattern : ~seg_pattern;
        segments[7] = ACTIVE_LOW ? dot : ~dot;   
    end
endmodule
==> design/flow/run.sh <==
#!/bin/bash
# OpenROAD 26Q1-2900-gdf79404cd8, Yosys 0.63+post, stock flow scripts
make -C /OpenROAD-flow-scripts/flow DESIGN_CONFIG=/design/flow/config.mk WORK_HOME=/design/flow/orfs finish
==> design/flow/config.mk <==
export PLATFORM = sky130hd
export DESIGN_NAME = seven_seg_decoder
export DESIGN_NICKNAME = seven_seg_decoder
export VERILOG_FILES = /design/flow/design.v
export SDC_FILE = /design/flow/constraint.sdc
export NUM_CORES = 4
export LEC_CHECK = 1
export CORE_AREA = 10 10 70 70
export DIE_AREA = 0 0 80 80
==> design/flow/constraint.sdc <==
current_design seven_seg_decoder

set clk_period 1.2
set clk_io_pct 0.2

create_clock -name clk0 -period $clk_period

set non_clock_inputs [all_inputs -no_clocks]
set_input_delay [expr $clk_period * $clk_io_pct] -clock clk0 $non_clock_inputs
set_output_delay [expr $clk_period * $clk_io_pct] -clock clk0 [all_outputs]
==> job_summary.md <==
### Metrics collected by this job

| Metric | Value |
|---|---|
| FF+latch count | 0 |
| Mapped Avg Cell Area | between 6 and 7 um2 |
| I/O pin count | 14 |
| Adder Area Share | 0.247 |
| Die W | 80 um |
| Most frequent logic cells in the routed design | buf_2, buf_4, buf_6 |
| F_max | 0.743 GHz |
| Area fraction in xor and xnor cells | 0 |
| Largest net degree at the start of global routing | 9 |
| # diodes | 0 |
| Leak Pwr | 0.282 nW |
| Sequential area share after synthesis | 0 |
| Initial Util | 0.0890 |
| Drt pass-1 iters | 3 |
| CP Max Fanout | 3 |
| Seq. cell area | 0 um2 |
| Switching pwr | 0.0000964 W |
| Combinational gate area | 384 um2 |
| Routed Antenna Nets | 0 |
| Leading post-synthesis cells by cell area | ha_1, nand2_1, a21oi_1 |
| Yosys cell count | 44 |
| Power Density | 316 nW/um2 |
| Comb pwr share | 1.000 |
| Initial antenna violation count | 0 |
| Filler cell count | 364 |
| Post-Synth Simple-Gate Area | 0.255 |
| Worst-Margin Slew | 0.189 ns |
| Share of cells above drive strength 1 | 0.710 |
| Max-slew violations | 0 |
| MaxCap Viol Count | 0 |
| Log Warnings | 39 |
| Min Hold Slack | 0.480 ns |
| Dpl hpwl | around 780 um |
| Pre-CTS setup slack | -1.07 ns |
| Failing checks | setup timing |
| Core area | 3420 um2 |
| Yosys Warn Count | 1 |
| Final setup fails | 6 |
| Largest type area fraction | 0.247 |
| Netlist cell types | 21 |
| Worst path required time | 0.96 ns |
| Die Ht | 80 um |
| Max VDD drop | 0.0494 mV |
| Cell type with the largest total area | ha_1 |
| Sw Ratio | 0.436 |
| Final hold vios | 0 |
| Cell area after synthesis | just over 300 um2 |
| Grt total ovfl | 0 |
| Final period util | 1.12 |
| Top non-seq family | AND-OR/OR-AND gates |
| Die Size | 6400 um2 |
| Residual DRC count | 0 |
| Seq pwr share | 0 |
| Final setup margin | -0.146 ns |
| Critical Path Start Type | input pin |
| Hold Path Class | in -> out |
| Clock power share | 0 |
| Routed wire per std cell | 9.46 um |
| RSZ-0062 raised after global routing | true |
| Post-Synthesis Cells | 44 |
| Site Rows | 21 |
| Vias per inst | 3.30 |
| Non-Filler Instances | roughly 120 |
| WL final | 1.09 mm |
| Routability Congestion | 0.754 |
| Core Util, Final | 0.205 |
| Area Overhead vs Synth | 130% |
| Relative max-transition margin | 0.874 |
| Placed insts | 109 |
| Crit. End Element | output pin |
| Worst path arrival time | 1.11 ns |
| Initial DRC count | 22 |
| CP Class | in -> out |
| Status | complete, but fails checks |
| All-Layer GR Usage | 0.0332 |
| PortBufs | 12 |
| Mux share | 0.0700 |
| Setup TNS | -0.528 ns |
| Vias in the first global route | 385 |
| Via count | 379 |
| First-pass GRT wire length | 1.83 mm |
| Int Pwr | about 0.00012 W |
| Clock buffer count | 0 |
| YS chip area | around 300 um2 |
| Tmin final | 1.35 ns |
| Aoi share | 0.305 |
| Hold buffers post-CTS | 0 |
==> worst max-delay path, stage by stage <==
cell     delay, ns
buf_8         0.10
buf_6         0.12
ha_4          0.16
mux2_4        0.27
a21oi_2       0.11
buf_2         0.10
==> power groups by stage <==
| stage | combinational (W) | sequential [W] | clock (W) |
|---|---|---|---|
| global route | 0.000243 | 0 | 0 |
| CTS | 0.000208 | 0 | 0 |
| finish | 0.000221 | 0 | 0 |
==> cell families (layout without fill, tap and decap cells) <==
logic type                 after synthesis  in the layout
AOI/OAI and AO/OA                       14             14
adders and majority gates                6              6
buffers and inverters                    6             31
and+or+nand+nor                         16             16
muxes                                    2              2
==> synthesized netlist by cell type <==
| cell type | n |
|---|---|
| a22oi_2 | 1 |
| a21oi_1 | 5 |
| and2b_1 | 1 |
| o21ai_0 | 4 |
| buf_4 | 2 |
| ha_1 | 6 |
| o22ai_2 | 1 |
| o21ai_1 | 1 |
| a21oi_2 | 1 |
| nand2_1 | 7 |
| or2_4 | 1 |
| nor2_1 | 3 |
| nand3_1 | 1 |
| nand3b_1 | 1 |
| inv_1 | 3 |
| mux2i_1 | 1 |
| mux2_1 | 1 |
| nor3_1 | 1 |
| o22a_1 | 1 |
| nand2_2 | 1 |
| buf_6 | 1 |
==> path summary, 6_finish.rpt <==
check	to	depth (start not counted)	slack, ns	startpoint
worst max-delay path	segments[0]	6	-0.15	hex[0]
worst min-delay path	segments[7]	0	0.48	dot
==> per-layer routing <==
metal / GRT usage / share of wire
met1: 0.0442 / 0.44
met2: 0.0594 / 0.53
met3: 0.00227 / 0.027
met4: 0.00176 / 0
met5: 0 / 0
==> stage by stage <==
step                power [W]  area [um2]
detailed placement   0.000167         531
CTS                  0.000208         662
finish               0.000221         701
global placement     0.000167         531
floorplan           0.0000716         304
global route         0.000243         701
==> repair_timing <==
action | 4_1_cts | 5_1_grt
gates resized | 78 | 7
setup buffers | 6 | 1
pin swaps | 20 | 6
setup endpoints to repair | 7 | 7
==> layout make-up <==
class,count,share of cell area
inverters,3,0.0339
repair buffers,28,0.336
multi-input cells,38,0.548
well taps,46,0.0821
No activity file was given, so power comes from the tool's default toggle rates.
