==> /design/flow/design.v <==
package alu_74382_pkg;
localparam SELECT_W = 3;
localparam ORIG_OPERAND_W = 4;
localparam ORIG_RESULT_W  = 4;
localparam UINT_16_W = 16;
typedef enum logic [SELECT_W - 1:0] {
	OP_CLEAR = 0,
	OP_B_SUB_A,
	OP_A_SUB_B,
	OP_ADD,
	OP_XOR,
	OP_OR,
	OP_AND,
	OP_PRESET
} e_operation;
endpackage : alu_74382_pkg
package alu_virtual_board_pkg;
localparam SELECT_W = 3;
localparam ORIG_OPERAND_W = 4;
localparam ORIG_RESULT_W  = 4;
localparam OPERAND_DESIGN   = ORIG_OPERAND_W-1;
localparam RESULT_DESIGN    = (ORIG_RESULT_W*2)-1;
typedef enum logic [SELECT_W - 1:0] {
	OP_CLEAR = 0,
	OP_B_SUB_A,
	OP_A_SUB_B,
	OP_ADD,
	OP_XOR,
	OP_OR,
	OP_AND,
	OP_PRESET
} e_operation;
endpackage : alu_virtual_board_pkg
import alu_74382_pkg::*;
module alu_74382 #(parameter
    OPERAND_W = ORIG_OPERAND_W,
    RESULT_W  = ORIG_RESULT_W
) (
    input  logic [ SELECT_W-1:0] sel      ,
    input  logic                 carry_in ,
    input  logic [OPERAND_W-1:0] port_a   ,
    input  logic [OPERAND_W-1:0] port_b   ,
    output logic [ RESULT_W-1:0] result   ,
    output logic                 overflow ,
    output logic                 carry_out
);
localparam RESULT_EXT_W = RESULT_W + 1;
localparam ALL_HIGH = {OPERAND_W{1'b1}};
localparam ALL_LOW = {OPERAND_W{1'b0}};
logic [OPERAND_W    - 1:0] gen_carry;
logic [OPERAND_W    - 1:0] prop_carry;
logic [OPERAND_W    - 1:0] gen_carry_sum;
logic [OPERAND_W    - 1:0] port_a_act_high, port_b_act_high;
logic [OPERAND_W    - 1:0] port_a_sub, port_b_sub;
logic [OPERAND_W    - 1:0] all_carrys;
logic [RESULT_EXT_W - 1:0] result_ext;
always_comb begin : ports_for_overflow
    port_a_act_high = carry_in ? port_a : ~port_a;
    port_b_act_high = carry_in ? port_b : ~port_b;
end
always_comb begin : inv_ports_for_sub
    port_a_sub = (sel == OP_A_SUB_B) ?  port_a : ~port_a;
    port_b_sub = (sel == OP_A_SUB_B) ? ~port_b :  port_b;
end
always_comb begin : result_calc
    result_ext = 0;
    case(sel)
        OP_CLEAR:
            result_ext = 'd0;
        OP_B_SUB_A:
            result_ext = port_b_sub + port_a_sub + carry_in;
        OP_A_SUB_B:
            result_ext = port_a_sub + port_b_sub + carry_in;
        OP_ADD:
            result_ext = port_a + port_b + carry_in;
        OP_XOR:
            result_ext = port_a ^ port_b;
        OP_OR:
            result_ext = port_a | port_b;
        OP_AND:
            result_ext = port_a & port_b;
        OP_PRESET:
            result_ext = {RESULT_EXT_W{1'b1}};
        default:
            result_ext = 'd0;
    endcase  
end
always_comb result = result_ext[RESULT_W - 1:0];
always_comb begin : overflow_calc
    case(sel)
        OP_B_SUB_A:
            begin
                if ( (-$signed(port_a_act_high)) > 0 && $signed(port_b_act_high) > 0 )
                    overflow = ($signed(result) < 0) ? 'd1 : 'd0;
                else if ( (-$signed(port_a_act_high)) < 0 && $signed(port_b_act_high) < 0 )
                    overflow = ($signed(result) > 0) ? 'd1 : 'd0;  
                else
                    overflow = 'd0;
            end
        OP_A_SUB_B:
            begin
                if ( $signed(port_a_act_high) > 0 && (-$signed(port_b_act_high)) > 0 )
                    overflow = ($signed(result) < 0) ? 'd1 : 'd0;
                else if ( $signed(port_a_act_high) < 0 && (-$signed(port_b_act_high)) < 0 )
                    overflow = ($signed(result) > 0) ? 'd1 : 'd0;                    
                else
                    overflow = 'd0;
            end
        OP_ADD:
            begin
                if ( ($signed(port_a) > 0) && ($signed(port_b) > 0) )
                    overflow = ($signed(result) < 0) ? 'd1 : 'd0;
                else if ( $signed(port_a) < 0 && $signed(port_b) < 0 )
                    overflow = ($signed(result) > 0) ? 'd1 : 'd0;                    
                else
                    overflow = 'd0;
            end
        default:
            overflow = carry_out;
    endcase  
end
always_comb begin : gen_prop_carry
    for (int i = 0; i < OPERAND_W; i++) begin
        gen_carry[i] = port_a[i] & port_b[i];
        prop_carry[i] = port_a[i] | port_b[i];
    end
    gen_carry_sum[0] = gen_carry[0];
    for (int i = 1; i < OPERAND_W; i++) begin
        gen_carry_sum[i] = gen_carry[i] | (prop_carry[i] & gen_carry_sum[i-1]);
    end 
end
always_comb begin : carry_out_calc
    case(sel)
        OP_CLEAR:
            carry_out = 'd1;
        OP_B_SUB_A:
            carry_out = result_ext[RESULT_EXT_W - 1];
        OP_A_SUB_B:
            carry_out = result_ext[RESULT_EXT_W - 1];
        OP_ADD:
            carry_out = gen_carry_sum[OPERAND_W - 1] | ((&prop_carry) & carry_in);
        OP_XOR:
            begin
                if (port_a == ALL_HIGH && port_b == ALL_LOW)
                    carry_out = carry_in;
                else if (port_a == ALL_HIGH && port_b == ALL_HIGH)
                    carry_out = 'd1;
                else
                    carry_out = 'd0;
            end
        OP_OR:
            begin
                if (port_a == ALL_HIGH && port_b == ALL_HIGH)
                    carry_out = carry_in;
                else
                    carry_out = 'd0;
            end
        OP_AND:
            begin
                if (port_a == ALL_HIGH && port_b == ALL_HIGH)
                    carry_out = carry_in;
                else
                    carry_out = (port_b == ALL_LOW) ? 'd1 : 'd0;
            end
        OP_PRESET:
            begin
                if (port_a == ALL_HIGH && port_b == ALL_HIGH)
                    carry_out = carry_in;
                else
                    carry_out = 'd0;
            end
        default:
            carry_out = 'd0;
    endcase
end
endmodule : alu_74382
==> /design/flow/run.sh <==
#!/bin/bash
# OpenROAD 26Q1-2900-gdf79404cd8, Yosys 0.63+post, stock flow scripts
make -C /OpenROAD-flow-scripts/flow DESIGN_CONFIG=/design/flow/config.mk WORK_HOME=/design/flow/orfs finish
==> /design/flow/config.mk <==
export PLATFORM = sky130hd
export DESIGN_NAME = alu_74382
export DESIGN_NICKNAME = alu_74382
export VERILOG_FILES = /design/flow/design.v
export SDC_FILE = /design/flow/constraint.sdc
export NUM_CORES = 4
export LEC_CHECK = 1
export CORE_AREA = 10 10 82 82
export DIE_AREA = 0 0 92 92
==> /design/flow/constraint.sdc <==
current_design alu_74382

set clk_period 5.2
set clk_io_pct 0.2

create_clock -name clk0 -period $clk_period

set non_clock_inputs [all_inputs -no_clocks]
set_input_delay [expr $clk_period * $clk_io_pct] -clock clk0 $non_clock_inputs
set_output_delay [expr $clk_period * $clk_io_pct] -clock clk0 [all_outputs]
==> run summary <==
Worst voltage drop across the vdd grid: 0.0000294 V
Via total after detailed routing: 1,042
Core Density at Floorplan: 18.1%
Slew at the pin closest to its max-slew limit: 0.487 ns
Antenna Nets Post-Route: 0
Global-route wire length before repair: 4.81 mm
Largest net degree at the start of global routing: 18
Critical path arrival: 4.01 ns
Antenna Cells: 0
Aggregate global routing overflow: 0
FF+latch count: 0
Number of antenna violations at the first check in global routing: 0
Result of the run: finished clean
Total area of sequential cells: 0 um^2
Core area: 0.00507 mm^2
Worst relative slew slack: 67.2%
Type of destination of the critical path: output port
Detail-routed via count per cell: 4.53
Source of the worst hold timing path: port_a[0]
Crit. Startpoint: port_b[0]
Hold/Removal Path Class: input pin to output port
Total of endpoints with negative setup slack in the final report: 0
Cell type with the highest aggregate area in the netlist: ha_1
Top area cells in the synthesized netlist: ha_1 (14%), inv_1 (7.3%), mux2i_1 (5.4%), fa_1 (4.3%), nand3b_1 (4.1%)
Peak clock frequency supported by timing: 0.198 GHz
Number of global-route vias before repair: 1,011
Number of cell instances after yosys synthesis: 130
Total leakage power: 0.570 nW
GRT Resource Usage Total: 6.59%
Post-synthesis chip area from yosys: 921 um^2
Worst setup SP type: input pin
CP Class: input pin to output port
Number of pins with negative max-slew slack in the final report: 0
Netlist cell types: 44
Most frequent cell after synthesis: inv_1
Fin crit share: 97.2%
Power Total: 0.000128 W
Post-synth top area share: 13.6%
Total wirelength of the detailed-routed design: 2.95 mm
Fraction of final layout cells with drive strength greater than 1: 20.6%
Clk_buf instances: 0
Count of final hold-check violations: 0
Fillcell total: 565
Yosys warning total: 1
Largest fanout on the critical path: 2
Number of DRC violations after detailed-routing iteration 0: 54
Area enclosed by the die boundary: 0.00846 mm^2
Average wire per cell in the routed design: 12.8 um
Chip height: 92 um
Post-layout utilization of the core: 26.4%
Gate Count Post-Synth: 130
Most common library cells after synthesis: inv_1 (18), ha_1 (10), nand2_1 (7), nor2_1 (7), a21oi_1 (6)
Sequential-to-total area share from yosys stat: 0%
Number of warnings the tools reported: 37
Global placer's final weighted congestion: 0.886
Pre-Repair DR Iteration Count: 4
Worst hold slack: 3.24 ns
Post-detailed-route DRC marker count: 0
PD cells: 95.7 mW/mm^2
HPWL Detailed: 2.38 mm
Die Width: 92 um
Port bufs: 18
Total of max-cap violations: 0
Shortest period the worst path allows: 5.05 ns
Cell Count Post-Placement: 227
Avg Synthesized Cell Area: 7.08 um^2
Std cell rows: 26
Area growth from synthesis to layout: 45.4%
IO Pins: 18
Non-filler cells, final: 230
Required time of the critical path: 4.16 ns
Summed instance area of the synthesized netlist: 921 um^2
==> layer usage <==
metal	routed length, um	GRT usage, %	vias up
li1	-	-	537
met4	14	0.386	0
met2	1400	11.6	22
met1	1410	8.86	481
met3	117	0.659	2
met5	0	0	-
==> cells by family after synthesis <==
family / count (synthesis) / synth area share, %
adder cells (fa/ha/maj): 12 / 17.9
XOR/XNOR: 4 / 3.81
AND/OR/NAND/NOR: 45 / 28.9
multiplexers: 5 / 5.43
buffers and inverters: 25 / 11.4
AND-OR/OR-AND: 39 / 32.5
==> worst max-delay path, stage by stage <==
cell and delay [ns]:
clkdlybuf4s50_1 0.50, inv_2 0.06, ha_4 0.26, inv_2 0.04, ha_4 0.16, a221oi_2 0.21
nor2_1 0.09, ha_1 0.29, nor2b_1 0.13, o211ai_1 0.17, o211ai_1 0.13, a211o_1 0.26
o31ai_2 0.17, and3_4 0.21, o2bb2ai_2 0.05, dlygate4sd2_1 0.24
==> path summary, 6_finish.rpt <==
check	end	slack [ns]	depth (start not counted)
setup / recovery	overflow	0.15	16
hold / removal	overflow	3.24	9
==> final cells by class <==
cell class / count / area, um^2 / share of cell area, %
inverter: 18 / 67.6 / 5.05
multi-input combinational: 105 / 860 / 64.2
tap: 70 / 87.6 / 6.54
timing repair buffer: 37 / 324 / 24.2
==> per-stage QoR <==
| step | area (um^2) | setup slack, ns | TNS (ns) |
|---|---|---|---|
| after floorplan | 921 | 0.940 | 0 |
| after global placement | 1270 | -0.126 | -0.126 |
| after detailed placement | 1270 | -0.148 | -0.148 |
| after CTS | 1290 | 0.0678 | 0 |
| after global routing | 1340 | -0.00311 | -0.00311 |
| final | 1340 | 0.146 | 0 |
==> where the power goes <==
part | internal, W | switching, W
sequential | 0 | 0
combinational | 0.0000670 | 0.0000611
clock | 0 | 0
==> cell usage in the layout, fill, tap and decap left out, types with 5 or more instances in the layout <==
cell type	netlist	routed
nor2_1	7	7
mux2i_1	5	5
nor2b_1	5	5
a21oi_1	6	6
nand3b_1	5	5
clkdlybuf4s50_1	0	16
buf_4	0	19
inv_1	18	16
ha_1	10	8
nand2_1	7	7
==> timing repair <==
item                                    in CTS  in global routing
hold buffers                                 0                  0
gates resized                                3                  7
buffers inserted                             1                  2
endpoints found under the setup margin       1                  1
pin swaps                                    6                  7
No activity file was given, so power comes from the tool's default toggle rates.
